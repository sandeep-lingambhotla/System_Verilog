<file path="flow/config.mk">
export PLATFORM = sky130hd
export DESIGN_NAME = ram
export DESIGN_NICKNAME = ram
export VERILOG_FILES = /design/flow/design.v
export SDC_FILE = /design/flow/constraint.sdc
export NUM_CORES = 4
export LEC_CHECK = 1
export CORE_UTILIZATION = 50
</file>
<file path="flow/constraint.sdc">
current_design ram

set clk_period 4.4
set clk_io_pct 0.2

create_clock -name clk0 -period $clk_period [get_ports {clk}]

set non_clock_inputs [all_inputs -no_clocks]
set_input_delay [expr $clk_period * $clk_io_pct] -clock clk0 $non_clock_inputs
set_output_delay [expr $clk_period * $clk_io_pct] -clock clk0 [all_outputs]
</file>
<file path="flow/design.v">
module ram(read_memory_data, write_memory_data, read_memory, write_memory, address, clk);
  parameter ADDRESS_MAX = 16;
  parameter ADDRESS_BITS = 4;
  parameter DATA_WIDTH = 16;
  input write_memory,read_memory,clk;
  input [ADDRESS_BITS-1:0] address;
  input [DATA_WIDTH-1:0]  write_memory_data;
  output reg [DATA_WIDTH-1:0]  read_memory_data;
  reg [DATA_WIDTH-1:0] ram [ADDRESS_MAX-1:0];
  always@(posedge clk)begin
    if(read_memory)
      read_memory_data <= ram[address];
    else
      ;
  end
  always@(negedge clk)begin
    if(write_memory)
      ram[address] <= write_memory_data;
    else
      ;
  end
endmodule
</file>
<file path="flow/run.sh">
#!/bin/bash
# OpenROAD 26Q1-2900-gdf79404cd8, Yosys 0.63+post, stock flow scripts
make -C /OpenROAD-flow-scripts/flow DESIGN_CONFIG=/design/flow/config.mk WORK_HOME=/design/flow/orfs finish
</file>
==> notes.md <==
- fin. max-slew vios: 0
- final routed wirelength across all metal layers: 20.7 mm
- fraction of layout instances using a drive strength above 1: 22.7%
- clock-pin slew on the worst setup and hold paths: 60 ps
- worst-skew pair later-pin latency: 580 ps
- area enclosed by the die boundary: 20900 um^2
- DP Wirelength: 12.3 mm
- synth warn: 1
- worst clock skew: 58.9 ps
- Worst Path Arrival: 2350 ps
- area taken by flip-flops and latches: 8170 um^2
- critical path fanouts, max: 16
- result of the run: finished, final reports clean
- router iterations before antenna repair: 4
- start-to-end type of the worst setup path: in -> reg
- fill cell total of the finished layout: 1227
- number of hold-repair buffers added at the cts stage: 0
- total negative slack: 0 ps
- ports placed on the boundary: 39
- summed area of non-filler cells in the final layout: 13400 um^2
- Worst VDD drop: 312 uV
- Yosys chip area: 10200 um^2
- buffer count from post-CTS setup fixing: 0
- total via count in the routed design: 5526
- clock tree from TritonCTS: done
- antenna-violating nets left: 0
- DRC violations left: 0
- routability cong.: 0.790
- first-iteration detailed-routing DRC count: 232
- worst hold slack: 1080 ps
- kind of launch point of the worst setup path: input port
- die boundary width: 145 um
- per-instance average area after synthesis: 23.4 um^2
- number of cell rows: 51
- antenna violations before repair: 0
- measured slew at the worst slew-check pin: 730 ps
- post-cts repair resize count: 0
- Buffers on Ports: 38
- sum of internal, switching and leakage power: 6480 uW
- final count of hold timing violations: 0
- H-tree levels: 1
- tally of max-capacitance violations: 0
- proportion of netlist area held by the largest area contributor: 80.2%
- post-synthesis sequential area ratio: 80.2%
- critical path startpoint: write_memory
- Crit path required time: 2470 ps
- leading area contributor after synthesis: sky130_fd_sc_hd__edfxtp_1
- relative slew slack: 51.3%
- first-pass GRT wire length: 32.2 mm
- via count of the first global-routing pass: 6176
- maximum number of pins on one net before global-route repair: 51
- die y size: 145 um
- Comb area: 2000 um^2
- flops out of synthesis: 272
- critical hold path startpoint: address[1]
- signed area change from the synthesized netlist to the final layout: 31.4%
- stage-log warning count: 282
- Core Util, Final: 67.9%
- GR Util All Layers: 24.5%
- cell area power density: 484 nW/um^2
- floorplan-stage core utilization: 51.7%
- Clock Sinks: 272
- Leakage Power: 0.00538 uW
- Hold WC Path Type: in -> reg
- post-detailed-placement cell area: 11500 um^2
- Num CTS Buffers: 29
- GRT Residual Overflow: 0
- area of the mapped netlist: 10200 um^2
- ratio of routed vias to standard cells: 5.12
- Setup Viol. Count Final: 0
- capturing element type of the critical path: flop
- core area: 19700 um^2
- Yosys Instances: 435
- clk buf depth: 3
- RSZ-0062 raised after global routing: false
- post-DR wirelength/cell: 19.2 um
- gate count of the mapped netlist: 435
- Clock Root Buffer: sky130_fd_sc_hd__clkbuf_16
- number of library cell types mapped by synthesis: 18
- startpoint of the worst-slack reg-to-reg timing path: ram[3][2]
- total antenna diodes in the routed design: 0
- top cells by area in the synthesized netlist: sky130_fd_sc_hd__edfxtp_1, sky130_fd_sc_hd__mux4_2, sky130_fd_sc_hd__a22oi_1
-- synthesized netlist by cell type (all sizes together) --
cell,count
inv,1
mux4,64
or3b,1
nor2,13
nor3,4
and2,1
clkbuf,14
nand3b,2
nand3,1
nand2b,2
a22oi,32
buf,9
edfxtp,272
nor2b,2
nand2,17
-- cells in the final DEF (no fill, tap or decap), types with 7 or more instances in the layout --
master                            count
sky130_fd_sc_hd__edfxtp_1           272
sky130_fd_sc_hd__inv_1              258
sky130_fd_sc_hd__mux4_2              62
sky130_fd_sc_hd__buf_4               46
sky130_fd_sc_hd__clkdlybuf4s50_1     36
sky130_fd_sc_hd__a22oi_1             32
sky130_fd_sc_hd__clkbuf_16           29
sky130_fd_sc_hd__nand2_1             17
sky130_fd_sc_hd__buf_12              14
sky130_fd_sc_hd__nor2_4               8
sky130_fd_sc_hd__clkinvlp_2           7
-- metrics by stage --
step                setup slack, ps  instances
floorplan                      -148        435
global placement               -448        773
detailed placement             -457        773
CTS                             129       1080
global route                   67.1       1080
finish                          123       1080
-- report_power, final --
group          switching [uW]  internal [uW]
registers                13.8           2940
logic                     153            143
clock network            1470           1760
total                    1640           4840
-- registers in the layout, summed over array words and instances (netlist names) --
| name | flops |
|---|---|
| ram | 256 |
| read_memory_data | 16 |
-- final cells by class --
class                           count  area share (%)
Sequential cell                   272            61.0
Multi-Input combinational cell    139            14.9
Clock inverter                    275            8.60
Timing Repair Buffer               96            7.37
Clock buffer                       33            5.61
Tap cell                          265            2.48
-- routing by layer --
| layer | track usage (%) | wire length, um | vias up |
|---|---|---|---|
| li1 | - | - | 2572 |
| met1 | 35.3 | 7730 | 2637 |
| met2 | 32.0 | 9640 | 295 |
| met3 | 19.0 | 3100 | 22 |
| met4 | 6.87 | 241 | 0 |
| met5 | 0 | 0 | - |
-- worst paths after layout --
path	endpoint	slack [ps]	depth (start not counted)
setup / recovery	ram[0][5]	120	4
hold / removal	read_memory_data[4]	1080	4
setup reg to reg	read_memory_data[2]	610	3
hold reg to reg	read_memory_data[9]	2970	3
-- critical path, stage by stage --
cell                              delay [ps]
sky130_fd_sc_hd__clkdlybuf4s50_1         470
sky130_fd_sc_hd__or3b_2                  570
sky130_fd_sc_hd__nor3_4                  230
sky130_fd_sc_hd__buf_12                  180
-- logic make-up after synthesis --
| family | share of synthesized area (%) |
|---|---|
| flip-flops | 80.2 |
| AND/OR/NAND/NOR | 1.89 |
| AND-OR/OR-AND | 2.36 |
| multiplexers | 14.2 |
| buffers and inverters | 1.35 |
Power figures rest on the tool's default switching activity, not on a simulated workload.
