$ cat /design/flow/design.v
module seq_detector(in,out,clk,rst);
  input clk;
  input in;
  input rst;
  output reg out;
  typedef enum {zero,one,two,three,four} state_type ;
  state_type present, next;
  always@(posedge clk) begin
    if(rst)
      present <= zero;
    else
      present <= next;
  end
  always@(in or present) begin
    case(present)
      zero : if(in == 1'b1) next = one;
      		 else next = zero;
      one  : if(in == 1'b0) next = two;
      		 else next = one;
      two  : if(in == 1'b1) next = three;
      		 else next = zero;
      three: if(in == 1'b1) next = four;
      		 else next = two;
      four : if(in == 1'b1) next = one;
      		 else next = two;
    default: next = zero;
    endcase
      end
   always@(in or present) begin
    case(present)
      zero : out = 1'b0;
      one  : out = 1'b0;
      two  : out = 1'b0;
      three: out = 1'b0;
      four : out = 1'b1;
    default: out = 1'b0;
    endcase
      end
endmodule
$ cat /design/flow/run.sh
#!/bin/bash
# OpenROAD 26Q1-2900-gdf79404cd8, Yosys 0.63+post, stock flow scripts
make -C /OpenROAD-flow-scripts/flow DESIGN_CONFIG=/design/flow/config.mk WORK_HOME=/design/flow/orfs finish
$ cat /design/flow/config.mk
export PLATFORM = sky130hd
export DESIGN_NAME = seq_detector
export DESIGN_NICKNAME = seq_detector
export VERILOG_FILES = /design/flow/design.v
export SDC_FILE = /design/flow/constraint.sdc
export NUM_CORES = 4
export LEC_CHECK = 1
export CORE_AREA = 10 10 70 70
export DIE_AREA = 0 0 80 80
$ cat /design/flow/constraint.sdc
current_design seq_detector

set clk_period 1.1
set clk_io_pct 0.2

create_clock -name clk0 -period $clk_period [get_ports {clk}]

set non_clock_inputs [all_inputs -no_clocks]
set_input_delay [expr $clk_period * $clk_io_pct] -clock clk0 $non_clock_inputs
set_output_delay [expr $clk_period * $clk_io_pct] -clock clk0 [all_outputs]
==> flow_metrics.tcl <==
# metrics dict for downstream scripts
set metrics [dict create \
    status "finished clean" \
    top_regs "present x5" \
    crit_chain "dlygate4sd2_1" \
    wl_met3_um 75 \
    met1_length_um 203 \
    drv_slew 0 \
    regMostFlops "present" \
    hold_viol 0 \
    yosys.stat.seqShare_pct 62.0 \
    skew_ns 0.00259 \
    max_freq_mhz 982 \
    critPathBufInv 1 \
    viasPerCell 1.76 \
    arrival_ns 0.80 \
    gp_congestion 0.678 \
    cts_buffers 3 \
    critPathRequiredTime_ns 0.88 \
    highest_layer "met3" \
    routed_wl_um 381 \
    r2r_setup_slack_ns 0.27 \
    cp_top_family "flip-flops" \
    warning_count 25 \
    first_iter_violations 7 \
    worstSkewPairLatency_ns 0.25 \
    largest_reg_flops 5 \
    synth_flop_count 5 \
    critPathSlowestCell "dfxtp_1" \
    syn_area_sq_um 161 \
    cp.depth 1 \
    fp-row-count 21 \
    grt_max_degree 6 \
    hold_path.class "flip-flop to flip-flop" \
    rr_worst_depth 3 \
    synth_area_per_cell_sq_um 12.4 \
    cts.sinks 5 \
    reg2reg_from "present[1]" \
    drc 0 \
    cp-startpoint "present[1]" \
    vias 118 \
    power.leakage_uw 0.000108 \
    die-area_sq_mm 0.00640 \
    worstSetupPathType "flip-flop to output port" \
    n_fill_cell 410 \
    postSynthCellCount 13 \
    fin_tns_setup_ns 0 \
    maxSlewHeadroom_pct 85.8 \
    chipWidth_um 80 \
    port_buffers 3 \
    grt_usage_pct 1.53 \
    clock_path_buffers 2 \
    max_cap_viol_count 0 \
    n_antenna_cell 0 \
    grt-ovfl-total 0 \
    layout-drive-gt1-share_pct 28.6 \
    setup_viol 0 \
    logic_area_sq_um 61.3 \
    post_cts_buffers 0 \
    io_pins 4 \
    synth_chip_area_sq_um 161 \
    antenna_found_initial 0 \
    start_kind "flip-flop" \
    dieHeight_um 80 \
    path_clk_slew_ns 0.04 \
    hpwl_um 283 \
    ys_types 7 \
    crit_end "out" \
    wire_per_inst_um 5.69 \
    wl_met2_um 102 \
    yosys_warnings 1 \
    power.total_uw 429 \
    powerDensity_mw_per_mm2 1530 \
    critPathMaxStageDelay_ns 0.30 \
    finalClockPeriodUsage_pct 92.6 \
    synth_stat.cells 13 \
    htree_levels 1 \
    grt_setup_unrepaired "false" \
    crit_fanout 2 \
    grt_first_pass_wirelength_um 690 \
    ir_drop_mv 0.425 \
    ant_nets 0 \
    period_minus_slack_ns 1.02 \
    hold_depth 1 \
    dr.pass1.iters 3 \
    post-place-ws_ns 0.0232 \
    worst_setup_path_end_kind "output port" \
    rr_endpoint "present[2]" \
    finalWorstSetupSlack_ns 0.0814 \
    max_slew.worst_pin.slew_ns 0.212 \
    fp_util_pct 4.73 \
    grt_pass1_vias 142 \
    cts_tree "yes" \
    coreArea_sq_mm 0.00342 \
    regArea_sq_um 100 \
    root_buffer "clkbuf_4" \
    syn2layout_area_growth_pct 74.4 \
]
## cells by family (layout without fill, tap and decap cells)
| kind of cell | count (synthesis) | count (layout) | share of synthesized area (%) |
|---|---|---|---|
| buffers and inverters | 0 | 8 | 0 |
| AOI/OAI and AO/OA | 1 | 1 | 4.65 |
| and+or+nand+nor | 7 | 7 | 33.3 |
| DFF | 5 | 5 | 62.0 |
## layout by cell type, fill, tap and decap left out
cell and n:
dfxtp_1 5, clkbuf_4 3, nor3_1 2, and3b_1 2
clkdlybuf4s50_1 2, nor3_2 1, nor3b_2 1, nor2_1 1
o21bai_1 1, clkbuf_1 1, dlygate4sd2_1 1, buf_4 1
## layer usage
| metal | track usage, % | vias up |
|---|---|---|
| met5 | 0 | - |
| met2 | 1.44 | 7 |
| met4 | 0.352 | 0 |
| met1 | 1.86 | 50 |
| li1 | - | 61 |
| met3 | 2.05 | 0 |
## Yosys cell counts (all sizes together)
cell,n,share of area [%]
and3b,2,11
dfxtp,5,62
nor3,3,12
nor2,1,2.3
o21bai,1,4.7
nor3b,1,7.8
## report_power, final
group | internal, uW | switching (uW)
registers | 188 | 3.77
clock network | 137 | 76.3
logic | 13.9 | 9.76
total | 340 | 89.8
## per-stage QoR
step | cells | area, sq um | hold slack [ns] | util (%)
floorplan | 13 | 161 | 0.290 | -
global placement | 63 | 256 | 0.465 | 7.51
detailed placement | 63 | 256 | 0.485 | 7.51
CTS | 67 | 282 | 0.491 | 8.24
global route | 67 | 282 | 0.523 | 8.24
finish | 67 | 282 | 0.490 | 8.24
## timing repair
action	4_1_cts	5_1_grt
resized	1	0
setup endpoints to repair	1	0
hold buffers	0	0
## final cells by class
cell class / count / share of cell area (%)
clock buffer: 4 / 9.33
multi-input combinational: 8 / 21.8
sequential: 5 / 35.6
tap: 46 / 20.4
timing repair buffer: 4 / 12.9
## worst min-delay path by stage
stage / startpoint / endpoint / slack (ns)
global route: present[2] / present[4] / 0.52
finish: present[2] / present[4] / 0.49
CTS: present[2] / present[0] / 0.49
